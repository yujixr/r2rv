**flow/design.v**
```verilog
module alu(
  input logic [31:0] Vj, Vk,
  input logic [9:0] Op,
  output logic [31:0] y
);
logic [4:0] shamt;
assign shamt = Vk[4:0];
always_comb
  case(Op[9:5])
    5'b00000: y = $signed(Vj) + $signed(Vk);       
    5'b00001: y = $signed(Vj) + $signed(~Vk + 1);  
    5'b00100: y = Vj << shamt;                     
    5'b01000: y = $signed(Vj) < $signed(Vk);       
    5'b01100: y = Vj < Vk;                         
    5'b10000: y = Vj ^ Vk;                         
    5'b10100: y = Vj >> shamt;                     
    5'b10101: y = Vj >>> shamt;                    
    5'b11000: y = Vj | Vk;                         
    5'b11100: y = Vj & Vk;                         
    default: y = 32'b0;
  endcase
endmodule
```
**flow/run.sh**
```bash
#!/bin/bash
# OpenROAD 26Q1-2900-gdf79404cd8, Yosys 0.63+post, stock flow scripts
make -C /OpenROAD-flow-scripts/flow DESIGN_CONFIG=/design/flow/config.mk WORK_HOME=/design/flow/orfs finish
```
**flow/config.mk**
```make
export PLATFORM = sky130hd
export DESIGN_NAME = alu
export DESIGN_NICKNAME = alu
export VERILOG_FILES = /design/flow/design.v
export SDC_FILE = /design/flow/constraint.sdc
export NUM_CORES = 4
export LEC_CHECK = 1
export CORE_UTILIZATION = 30
```
**flow/constraint.sdc**
```tcl
current_design alu

set clk_period 11.7
set clk_io_pct 0.2

create_clock -name clk0 -period $clk_period

set non_clock_inputs [all_inputs -no_clocks]
set_input_delay [expr $clk_period * $clk_io_pct] -clock clk0 $non_clock_inputs
set_output_delay [expr $clk_period * $clk_io_pct] -clock clk0 [all_outputs]
```
==> summary.txt <==
Vias in the first global route = 8639
Detailed-route via count = 9268
Max FO, Critical Path = 9
Die width = 165 um
Core area = 0.0261 mm^2
Iter 0 DRT Violations = 1104
Drt pass-1 iters = 9
F_max = 111 MHz
PortBufs = 101
Status = finished, final reports clean
Crit path launch = Vj[7]
Hold Fails Final Rpt = 0
Share of post-route cells with drive strength above 1 = 6.76%
Yosys cell types = 85
Syn Inst Count = 1174
Crit Path Class = in -> out
Sequential area share after synthesis = 0%
YS warnings = 1
Final setup vio count = 0
Yosys cell count = 1174
GRT Overall Usage = 26.4%
Routed WL = 35.3 mm
Power Density = 47.2 mW/mm^2
Flop count = 0
Post-DP HPWL = 27.8 mm
Wire per inst = 23.0 um
Pins Over Slew Limit = 0
P&R area growth vs syn = 13.9%
Ao+oa area frac = 35.8%
Slew HR = 42.3%
Mux frac, synth = 16.3%
Required @ worst endpoint = 9.36 ns
Placed cell count = 1533
Core Rows = 59
Via-to-Cell Ratio = 6.05
FILL cells = 2791
Resize count post-CTS = 0
Syn Area/Cell = 6.79 um^2
Critical Path AT = 6.69 ns
Hold slack = 5.85 ns
Reg area = 0 um^2
Tmin final = 9.03 ns
# DRC = 0
MI comb area = 0.00721 mm^2
Global-route wire length before repair = 53.2 mm
Unrepaired setup endpoints after global routing = false
Max rail drop VDD = 0.0198 mV
Clk_buf instances = 0
Remaining Overflow, GRT = 0
Mapped cell area = 0.00797 mm^2
Adder share = 15.7%
Antenna violations before repair = 0
Top cell excl fill/tap = nor2_1
Slew @ Worst Pin = 0.863 ns
# Max-Cap Violations = 0
Top logic family = AND-OR/OR-AND gates
XOR Share, Synth = 2.64%
Ant diodes = 0
WHS Path Cells = 5
OpenROAD warning count = 102
Yosys chip area = 0.00797 mm^2
Core Util at FP = 30.6%
Cts hold-fix bufs = 0
Crit path launch type = primary input
Largest net degree at the start of global routing = 60
Period utilisation layout = 77.1%
Hold wc startpoint = Op[5]
DIE AREA = 0.0272 mm^2
HP Class = in -> out
Setup TNS Final = 0 ns
And+or+nand+nor area frac = 20.0%
Post-CTS setup buffer count = 0
IO Count = 106
Die H = 165 um
Leak = 3.76 nW
Top Layout Cells = 137 x nor2_1, 107 x o21ai_0, 97 x ha_1
Antenna viol nets, final = 0
CP endpoint kind = primary output
Final Non-Filler Cells = 1533
GPL Wtd Cong = 1.03
==> per-layer routing <==
layer	vias to the layer above	track usage, %	share of wire [%]
met5	-	0	0
met1	4322	36.8	42
met2	481	40.2	44
met3	70	6.17	9.6
li1	4395	-	-
met4	0	8.17	3.9
==> through the flow <==
stage | power, mW | utilization [%] | setup slack, ns | area (um^2)
final | 0.429 | 34.8 | 2.67 | 9080
after global routing | 0.463 | 34.8 | 2.54 | 9080
after CTS | 0.420 | 34.8 | 2.81 | 9080
after detailed placement | 0.418 | 34.8 | 2.81 | 9080
after global placement | 0.418 | 34.8 | 2.82 | 9080
after floorplan | 0.276 | - | 3.96 | 7970
==> path summary, 6_finish.rpt <==
kind | slack (ns) | endpoint
worst max-delay path | 2.67 | y[0]
worst min-delay path | 5.85 | y[30]
==> cells in the mapped netlist (all sizes together) (16+ instances only) <==
library cell | count | area, um^2
nand2b | 21 | 131
o22ai | 16 | 100
buf | 37 | 203
mux4 | 24 | 541
a21oi | 90 | 454
a22oi | 24 | 185
inv | 92 | 345
mux2i | 71 | 711
nand2 | 73 | 277
a222oi | 18 | 180
xnor2 | 18 | 158
o211ai | 27 | 208
nand3 | 22 | 110
nor2 | 138 | 521
ha | 97 | 1210
a21o | 17 | 128
o21ai | 126 | 631
clkbuf | 56 | 210
a211oi | 16 | 133
nor3 | 30 | 160
==> critical path, cell delays in order <==
cell and delay (ns):
clkdlybuf4s50_1 0.73, inv_1 0.09, ha_1 0.49, nor2b_1 0.07, or4_1 0.43, o221ai_1 0.36, nand4b_1 0.22, a211oi_1 0.49
o21ai_1 0.24, a21boi_1 0.29, o2111ai_1 0.23, nand4_1 0.22, clkdlybuf4s50_1 0.49
==> cell type report <==
| type | count | area share, % |
|---|---|---|
| Multi-Input combinational cell | 988 | 79.4 |
| Inverter | 93 | 3.85 |
| Tap cell | 335 | 4.62 |
| Timing Repair Buffer | 117 | 12.2 |
==> kinds of logic (layout without fill, tap and decap cells) <==
group           Yosys count  count (layout)
compound gates          423             423
simple gates            343             343
buf+inv                 186             210
fa+ha+maj                99              99
mux                      99              99
xor+xnor                 24              24
==> where the power goes <==
part	switching (mW)	total, mW	internal (mW)	leakage [nW]
clock network	0	0	0	0
registers	0	0	0	0
logic	0.262	0.429	0.166	3.76
total	0.262	0.429	0.166	3.76
Power is estimated from default activity; no workload was simulated.
