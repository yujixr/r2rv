### design/flow/design.v
module mul(
  input logic [31:0] Vj, Vk,
  input logic [9:0] Op,
  output logic [31:0] y
);
parameter MUL    = 2'b00;
parameter MULH   = 2'b01;
parameter MULHSU = 2'b10;
parameter MULHU  = 2'b11;
logic [63:0] ax, bx, yx, uax, ubx, sax, sbx;
logic [63:0] p[63:0];
assign uax = { 32'b0, Vj };
assign ubx = { 32'b0, Vk };
assign sax = { {32{Vj[31]}}, Vj };
assign sbx = { {32{Vk[31]}}, Vk };
always_comb
  case(Op[8:7])
    MUL:    begin ax = uax; bx = ubx; end
    MULH:   begin ax = sax; bx = sbx; end
    MULHSU: begin ax = sax; bx = ubx; end
    MULHU:  begin ax = uax; bx = ubx; end
  endcase
assign yx = bx * ax;
assign y = (Op[8:7]==MUL) ? yx[31:0] : yx[63:32];
endmodule
### design/flow/run.sh
#!/bin/bash
# OpenROAD 26Q1-2900-gdf79404cd8, Yosys 0.63+post, stock flow scripts
make -C /OpenROAD-flow-scripts/flow DESIGN_CONFIG=/design/flow/config.mk WORK_HOME=/design/flow/orfs finish
### design/flow/config.mk
export PLATFORM = sky130hd
export DESIGN_NAME = mul
export DESIGN_NICKNAME = mul
export VERILOG_FILES = /design/flow/design.v
export SDC_FILE = /design/flow/constraint.sdc
export NUM_CORES = 4
export LEC_CHECK = 1
export CORE_UTILIZATION = 30
### design/flow/constraint.sdc
current_design mul

set clk_period 44.2
set clk_io_pct 0.2

create_clock -name clk0 -period $clk_period

set non_clock_inputs [all_inputs -no_clocks]
set_input_delay [expr $clk_period * $clk_io_pct] -clock clk0 $non_clock_inputs
set_output_delay [expr $clk_period * $clk_io_pct] -clock clk0 [all_outputs]
==> Slide: Implementation Results <==
Key Metrics from the Run

Final timing
  • Worst-margin pin slew: 1.01 ns
  • Period minus WS final: 29.21 ns
  • Setup-failing EPs final: 0
  • RSZ-0062 raised after global routing: no
  • TNS Setup: 0 ns
  • Final Hold Fails: 0
  • Final Cycle Share: 0.661
  • Relative slew slack: 0.323
  • Highest clock rate: 34.2 MHz
  • Final Max Tran Viols: 0

Layout
  • Final std cells w/o fill: 7198
  • Seq_cells: 0
  • Register area: 0 sq um
  • Layout area overhead: 6.67%
  • Clock Buffer Count: 0
  • Fraction of layout cells with a size suffix above 1: 0.0197
  • Fillcell total: 16200

Synthesis
  • Ao+oa area frac: 0.0368
  • List of most frequent post-synthesis cells: 1530 x inv_1, 1423 x fa_1, 635 x nand2_1
  • And+or+nand+nor area frac: 0.132
  • Cells in synth_stat.txt: 5192
  • Post-synthesis cell count: 5192
  • XOR/XNOR Area Share: 0.0200
  • Synthesis Warnings: 1
  • Synth area leader: fa_1
  • Library cells used by synthesis: 62
  • Synth top cell by count: inv_1
  • Adder share: 0.672
  • Main logic family: adder cells
  • Syn Area/Cell: 9.28 sq um
  • Mapped cell area: 0.0482 sq mm
  • Register share after synthesis: 0
  • MUX area fraction: 0.00158
  • Dominant cell area share: 0.591
  • Chip Area, Yosys: 0.0482 sq mm
  • Top cells by area: fa_1 59%, inv_1 12%, ha_1 7.9%

Floorplanning
  • Initial Util: 0.303
  • Die Size: 0.162 sq mm
  • Die Span Y: 403 um
  • Core footprint: 0.159 sq mm
  • Row cnt: 146
  • Io pins: 106
  • Die X: 403 um

Place
  • Cell total after placement: 7198
  • Final HPWL DP: 114000 um
  • Port bufs: 98
  • Placer Congestion: 0.980

Hold path
  • HP Class: in2out
  • Worst Min Path Start: Vj[0]

Drt
  • Post-route ant nets: 0
  • Total Routed Length: 130000 um
  • # diodes: 0
  • Via density: 4.54
  • 1st-iter DRT viols: 1101
  • WL per Instance: 18.0 um
  • First drt pass iteration count: 5
  • Total number of vias: 32700
  • Drc violations: 0

Worst setup path
  • Worst EP required: 35.36 ns
  • Setup crit start kind: primary input
  • Worst-path fanout max: 40
  • Critical Path AT: 20.37 ns
  • Kind of critical path: in2out
  • Critical path capture point type: output pin
  • Crit path launch: Vk[31]

CTS
  • Post-CTS Repair Setup Buffers: 0
  • Hold Buf Count CTS: 0
  • PostCTS Resize Cnt: 0

Run status
  • Status: complete, no violations

Global routing
  • Gr ovfl total: 0
  • Largest net degree at the start of global routing: 55
  • Initial antenna violation count: 1
  • Global-route wire length before repair: 212000 um
  • Overall Global Routing Usage: 0.180
  • Vias in the first global route: 37400

Job
  • Max-Cap Viols: 0
  • Stage-log warning count: 43
==> metrics by stage <==
stage	hold slack, ns	setup slack [ns]	area (sq um)	utilization
6_report	18.91	14.99	51400	0.323
5_1_grt	18.98	14.54	51400	0.323
4_1_cts	18.94	14.92	51400	0.323
3_5_place_dp	18.94	14.98	51400	0.323
3_3_place_gp	18.93	15.02	51400	0.323
2_1_floorplan	17.94	17.74	48200	-
==> layout by cell type, fill, tap and decap left out, drive strengths merged, types with 4 or more instances in the layout <==
cell type	instances
ha	306
nand4	13
and3	21
o211ai	6
a211oi	10
nand3	19
and2	512
a21o	32
mux2	5
a221oi	4
nor3	14
a22oi	5
nand2	635
a31oi	10
fa	1423
o21ai	55
o21bai	14
a21oi	106
clkdlybuf4s50	93
nor2	54
xnor2	88
xor2	22
inv	1530
nor2b	6
maj3	4
buf	80
o21a	7
nand2b	8
==> metal layers <==
| layer | vias up | routed length [um] | track usage |
|---|---|---|---|
| met4 | 2 | 2940 | 0.0308 |
| met5 | - | 62 | 0.00446 |
| li1 | 14500 | - | - |
| met3 | 125 | 9060 | 0.0526 |
| met1 | 17100 | 50000 | 0.230 |
| met2 | 920 | 67500 | 0.311 |
==> area by class of cell <==
type / count / area [sq um] / area share
timing repair buffer: 173 / 1520 / 0.0296
inverter: 1530 / 5740 / 0.112
multi-input combinational: 3423 / 41500 / 0.808
tap: 2072 / 2590 / 0.0504
==> path summary, 6_finish.rpt <==
kind              slack (ns)  depth (start not counted)     to
setup / recovery       14.99                         28  y[27]
hold / removal         18.91                          5   y[0]
==> logic make-up (layout without fill, tap and decap cells) <==
kind of cell               after synthesis  after routing
buffers and inverters                 1769           1703
AOI/OAI and AO/OA                      277            277
and+or+nand+nor                       1296           1296
muxes                                    7              7
adders and majority gates             1733           1733
xor gates and xnor gates               110            110
==> critical path: stages <==
cell             delay [ns]
clkdlybuf4s50_1        0.45
buf_4                  0.40
and2_1                 0.20
buf_4                  0.34
nand2_1                0.24
fa_1                   0.68
inv_1                  0.15
fa_1                   0.54
fa_1                   0.85
inv_1                  0.28
fa_1                   0.75
inv_1                  0.27
fa_1                   0.58
fa_1                   0.44
fa_1                   0.50
fa_1                   0.50
fa_1                   0.61
inv_1                  0.09
fa_1                   0.51
inv_1                  0.04
ha_1                   0.38
nand2_1                0.15
nor4_1                 0.78
o311ai_4               0.30
a21oi_1                0.24
mux2_2                 0.36
a221oi_2               0.27
clkdlybuf4s50_1        0.55
