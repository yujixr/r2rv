<file path="flow/run.sh">
#!/bin/bash
# OpenROAD 26Q1-2900-gdf79404cd8, Yosys 0.63+post, stock flow scripts
make -C /OpenROAD-flow-scripts/flow DESIGN_CONFIG=/design/flow/config.mk WORK_HOME=/design/flow/orfs finish
</file>
<file path="flow/config.mk">
export PLATFORM = sky130hd
export DESIGN_NAME = display
export DESIGN_NICKNAME = display
export VERILOG_FILES = /design/flow/design.v
export SDC_FILE = /design/flow/constraint.sdc
export NUM_CORES = 4
export LEC_CHECK = 1
export CORE_AREA = 10 10 92 92
export DIE_AREA = 0 0 102 102
</file>
<file path="flow/constraint.sdc">
current_design display

set clk_period 1.5
set clk_io_pct 0.2

create_clock -name clk0 -period $clk_period

set non_clock_inputs [all_inputs -no_clocks]
set_input_delay [expr $clk_period * $clk_io_pct] -clock clk0 $non_clock_inputs
set_output_delay [expr $clk_period * $clk_io_pct] -clock clk0 [all_outputs]
</file>
<file path="flow/design.v">
module hex_display(
  input logic [3:0] src,
  output logic [6:0] segment
);
always_comb
  case(src)
	4'h1: segment = 7'b1111001;		 
	4'h2: segment = 7'b0100100;		 
	4'h3: segment = 7'b0110000; 	 
	4'h4: segment = 7'b0011001; 	 
	4'h5: segment = 7'b0010010; 	 
	4'h6: segment = 7'b0000010; 	 
	4'h7: segment = 7'b1111000; 	 
	4'h8: segment = 7'b0000000; 	 
	4'h9: segment = 7'b0011000; 	 
	4'ha: segment = 7'b0001000;
	4'hb: segment = 7'b0000011;
	4'hc: segment = 7'b1000110;
	4'hd: segment = 7'b0100001;
	4'he: segment = 7'b0000110;
	4'hf: segment = 7'b0001110;
	4'h0: segment = 7'b1000000;
  endcase
endmodule
module display(
  input logic [31:0] stdout,
  output logic [6:0] HEX0, HEX1, HEX2, HEX3, HEX4, HEX5
);
hex_display hex2023(.src(stdout[23:20]), .segment(HEX5));
hex_display hex1619(.src(stdout[19:16]), .segment(HEX4));
hex_display hex1215(.src(stdout[15:12]), .segment(HEX3));
hex_display hex0811(.src(stdout[11:8]), .segment(HEX2));
hex_display hex0407(.src(stdout[7:4]), .segment(HEX1));
hex_display hex0003(.src(stdout[3:0]), .segment(HEX0));
endmodule
</file>
==> flow_summary.ini <==
; physical design summary
[run_status]
run_status = complete, but fails checks
violations = setup timing

[logic_synthesis]
ys.warnings.count = 1
synth_area_leader_cell = ha_1
yosys-top-cells-count = ha_1 (36), nor2_1 (28), o21ai_0 (24), inv_1 (20)
most_common_cell = ha_1
area_leaders = ha_1 (30%), mux2i_1 (9.4%), o21ai_0 (8.1%)
ys_cells = 214
avgSynthCellArea_um2 = 6.96
ys_chip_area_um2 = 1490
yosys.cell_types.count = 29
synth_cells = 214
synthesis.area_um2 = 1490
ys_seq_share_pct = 0
synth.top_cell.area_share_pct = 30.2

[worst_setup_path]
crit_type = in2out
path_max_fanout = 5
worstPathRequired_ns = 1.20
end_kind = output pin
arrival_ns = 1.28
start_kind = input pin

[grt]
grt_max_degree = 11
antenna_found_initial = 0
grt_pass1_wl_um = 9230
grt_pass1_vias = 1952
overflow = 0
grt_usage_pct = 10.2

[final_timing]
clock.fmax_mhz = 634
setup_viol = 10
fin_ws_ns = -0.0762
hold_viol_final = 0
period_used_pct = 105
rsz0062_at_grt = true
maxSlewViolCount = 0
final.setup.tns_ns = -0.244
period_needed_ns = 1.58
tightest_slew_ns = 0.236
slew-limit-headroom_pct = 84.1

[hold_path]
holdPathStages = 4
hold_path_class = in2out

[routing]
routed_wl_um = 5720
remaining_drc_errors = 0
wire_per_inst_um = 13.3
num_vias = 2034
final_antenna_net_count = 0
viasPerCell = 4.74
drtIter0Drc = 54
dr.pass1.iters = 4
antennaDiodeCount = 0

[final_layout]
regArea_um2 = 0
area_delta_synth_final_pct = 128
seq_cells = 0
nClkBuffers = 0
fin_area_um2 = 3400
drive_above_1_share_pct = 64.5
final_core_util_pct = 52.7
fillers = 547

[power]
p_leak_nw = 1.56
power_w = 0.000927
power_density_nw_per_um2 = 273
vdd_drop_max_uv = 145

[floorplanning]
die_x_um = 102
fp.dieH_um = 102
io_pins = 74
core_um2 = 6460
num_rows = 29
core_util_floorplan_pct = 23.1
die_area_um2 = 10400

[place]
port_buffers = 66
hpwlAfterDp_um = 4090
post-place-ws_ns = -0.923
placed_area_um2 = 2680
globalplace.congestion = 0.877

[clock_tree]
ctsHoldBuffers = 0

[run]
warnings = 72
drv_cap = 0
## per-stage QoR
stage / hold WS, ns / std cells
finish: 0.972 / 429
global route: 1.03 / 429
CTS: 0.980 / 430
detailed placement: 1.65 / 411
global placement: 1.66 / 411
floorplan: 0.634 / 214
## final cells by class
cell class / instances / area (µm²) / share of cell area [%]
timing repair buffer: 150 / 1270 / 37.2
inverter: 20 / 138 / 4.05
multi-input combinational: 182 / 1900 / 55.9
tap: 77 / 96.3 / 2.83
## metal layers
layer / vias to the layer above / wire, µm / track usage [%]
met2: 44 / 2550 / 16.9
met3: 0 / 338 / 1.77
met4: 0 / 0 / 0
met5: - / 0 / 0
li1: 1044 / - / -
met1: 946 / 2840 / 14.3
## power breakdown
part           switching, W  internal (W)  total [W]
Sequential                0             0          0
Combinational      0.000393      0.000534   0.000927
Clock                     0             0          0
Total              0.000393      0.000534   0.000927
## worst paths after layout
kind / startpoint / endpoint / slack, ns
hold / removal: stdout[4] / HEX1[4] / 0.97
setup / recovery: stdout[8] / HEX2[3] / -0.08
## layout by cell type, fill, tap and decap left out, drive strengths merged
master	n
or2b	1
o211ai	4
o21ai	25
a21boi	2
clkbuf	7
or3	3
o32ai	6
dlygate4sd2	4
a32o	1
a21oi	14
mux2	5
buf	129
nor2	29
and2	1
nand3	3
inv	19
ha	36
clkdlybuf4s15	10
nand2b	3
nand2	12
clkinv	1
nor2b	5
or3b	2
mux2i	14
o2bb2ai	2
o31a	1
nand3b	1
o31ai	6
a22o	6
## cell families after synthesis
logic type                 Yosys count  synth area share [%]
adders and majority gates           36                  30.2
buffers and inverters               32                  9.24
and+or+nand+nor                     60                  18.7
muxes                               19                  13.2
AOI/OAI and AO/OA                   67                  28.6
## critical path, cell delays in order
cell     delay (ns)
buf_8          0.10
buf_8          0.13
ha_4           0.16
buf_4          0.13
a21oi_1        0.20
o32ai_2        0.12
buf_2          0.14
## timing repair
| action | 4_1_cts | 5_1_grt |
|---|---|---|
| setup buffers | 19 | 0 |
| pin swaps | 32 | 29 |
| gates cloned | 1 | 0 |
| resized | 349 | 73 |
| endpoints found under the setup margin | 42 | 39 |
No activity file was given, so power comes from the tool's default toggle rates.
